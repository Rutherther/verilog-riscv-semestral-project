==> config.mk <==
export PLATFORM = sky130hd
export DESIGN_NAME = alu
export DESIGN_NICKNAME = alu
export VERILOG_FILES = /design/flow/design.v
export SDC_FILE = /design/flow/constraint.sdc
export NUM_CORES = 4
export LEC_CHECK = 1
export CORE_UTILIZATION = 30
==> constraint.sdc <==
current_design alu

set clk_period 22.5
set clk_io_pct 0.2

create_clock -name clk0 -period $clk_period

set non_clock_inputs [all_inputs -no_clocks]
set_input_delay [expr $clk_period * $clk_io_pct] -clock clk0 $non_clock_inputs
set_output_delay [expr $clk_period * $clk_io_pct] -clock clk0 [all_outputs]
==> design.v <==
module alu(
  input [2:0]              op,
  input [WIDTH - 1:0]      a, b,
  input                    sign,
  input                    b_add_one,
  input                    b_negate,
  output reg [WIDTH - 1:0] out,
  output reg               zero_flag);
  parameter                WIDTH = 32;
  reg [WIDTH - 1:0]        real_b;
  always_comb begin
    if (b_negate)
      real_b = ~b;
    else
      real_b = b;
    real_b = real_b + (b_add_one ? 1 : 0);
  end
  always_comb begin
    case (op)
      3'b000 : out = a + real_b;
      3'b001 : out = a << real_b[4:0];
      3'b010 : out = (signed'(a) < signed'(real_b)) ? 1 : 0;
      3'b011 : out = (a < real_b) ? 1 : 0;
      3'b100 : out = a ^ real_b;
      3'b101 : begin
        if (sign)
          out = signed'(a) >>> signed'(real_b[4:0]);
        else
          out = a >> real_b[4:0];
      end
      3'b110 : out = a | real_b;
      3'b111 : out = a & real_b;
      default: out = {WIDTH{1'bX}};
    endcase
  end
  always_comb
    zero_flag = (out == 0) ? 1 : 0;
endmodule
==> run.sh <==
#!/bin/bash
# OpenROAD 26Q1-2900-gdf79404cd8, Yosys 0.63+post, stock flow scripts
make -C /OpenROAD-flow-scripts/flow DESIGN_CONFIG=/design/flow/config.mk WORK_HOME=/design/flow/orfs finish
==> impl_metrics.csv <==
group,metric,value,unit
logic_synthesis,synth_cells,1328,
power,peakVddDrop,0.0146,mV
drt,vias,10500,
logic_synthesis,synthTopCellsByArea,"ha_1 (14%), mux4_2 (14%), nor2_1 (7.6%)",
cells_and_area,drive_gt1_share,8.59,%
worst_hold_path,min_path_type,"input pin to output port",
drt,topRoutingLayerUsed,"met4",
placement,dp_hpwl,32300,um
global_routing,grt_max_degree,63,
logic_synthesis,avgSynthCellArea,6.88,um^2
setup_path,worstPathRequired,18.00,ns
floorplanning,fp_util,30.7,%
timing,maxSlewViolCount,0,
timing,finalCritPeriodShare,74.1,%
logic_synthesis,ys_seq_share,0,%
cells_and_area,flop_area,0,um^2
logic_synthesis,syn-cell-area,9130,um^2
drt,wire_per_inst,23.4,um
logic_synthesis,synth_top_area_share,13.6,%
timing,rsz0062_at_grt,"no",
timing,fin_tns_setup,0,ns
drt,drc,0,
global_routing,grt_usage,26.3,%
logic_synthesis,ys_types,78,
flow_run,cap_violations,0,
cts,ctsResizeCount,0,
logic_synthesis,yosys_cells,1328,
logic_synthesis,ys_area,9130,um^2
timing,tightest_slew,0.818,ns
floorplanning,chip_area,31100,um^2
drt,dr.pass1.iters,6,
timing,hold_viol,0,
flow_run,warnings,96,
drt,drt-met1-wl,17800,um
placement,io_buffer_count,103,
floorplanning,die_h,176,um
floorplanning,rows,63,
setup_path,path_class,"input pin to output port",
cts,ctsHoldBuffers,0,
drt,wl_met2,17700,um
cells_and_area,synthToLayoutAreaGrowth,13.9,%
setup_path,crit_arrival,12.18,ns
drt,drt-initial-drc-count,1265,
global_routing,grt_pass1_vias,9646,
power,finalPower,0.439,mW
cts,postCtsSetupRepairBufs,0,
floorplanning,die_w,176,um
floorplanning,core,29800,um^2
timing,relSlewSlack,44.8,%
drt,wl_met3,3810,um
setup_path,startpoint_type,"input pin",
drt,vias_per_cell,6.03,
power,p_per_area,42.2,nW/um^2
floorplanning,ios,103,
global_routing,grt_pass1_wl,60300,um
logic_synthesis,largest_area_cell,"ha_1",
logic_synthesis,synth_warnings,1,
timing,finalCriticalPeriod,16.68,ns
placement,globalplace.congestion,1.02,
run_status,status,"finished clean",
setup_path,worstSetupEndpointType,"output port",
timing,setup_viol,0,
drt,wl,40700,um
global_routing,grt.overflow.total,0,
setup_path,crit_fanout,62,
drt,ant_nets,0,
timing,maxClockFrequency,59.9,MHz
cells_and_area,clockBufferCount,0,
drt,num_antenna_cells,0,
cells_and_area,seq_cell_count,0,
global_routing,antenna_found_initial,0,
power,power.leakage,4.25,nW
cell usage after synthesis (all sizes together) (11+ instances only):
cell type,number
nor2,185
a21oi,125
nand2,106
ha,99
o21ai,96
inv,90
clkbuf,59
mux2i,55
mux4,55
buf,48
xnor2,39
nor3,29
nand3,22
xor2,22
o22ai,19
a31oi,17
o211ai,17
a211oi,15
a211o,14
a22oi,14
nor2b,14
or3,13
nand2b,12
a21o,11
cell usage in the layout, fill, tap and decap left out, types with 17 or more instances in the layout:
cell	n
mux2i_1	54
o22ai_1	19
inv_1	87
nand3_1	22
a21oi_1	125
xor2_1	22
mux4_2	55
nor2_1	185
buf_4	27
o21ai_0	90
ha_1	97
clkdlybuf4s50_1	101
nor3_1	29
nand2_1	105
a31oi_1	17
xnor2_1	39
kinds of logic after synthesis:
| kind of cell | count (synthesis) | synth area share, % |
|---|---|---|
| AND-OR/OR-AND | 408 | 28.5 |
| AND/OR/NAND/NOR | 444 | 22.4 |
| XOR/XNOR | 62 | 6.12 |
| multiplexers | 116 | 20.4 |
| buffers and inverters | 198 | 8.82 |
| adder cells (fa/ha/maj) | 100 | 13.8 |
final cells by class:
class	instances	area, um^2
fill	3204	19400
multi-input combinational	1130	8350
timing repair buffer	130	1220
tap	390	488
inverter	91	342
critical path, stage by stage:
cell and delay (ns):
buf_2 0.19, buf_4 0.53, xor2_1 0.21, ha_2 0.26
o21ai_0 0.26, a21o_1 0.29, a21oi_1 0.45, and3_1 0.35
nand2_1 0.12, a21oi_1 0.23, a21boi_0 0.12, a31oi_1 0.20
xnor2_1 0.18, inv_1 0.10, ha_1 0.38, or4_1 0.60
nor4_1 0.32, o41ai_1 0.12, nand3_1 0.11, xnor2_1 0.10
a211o_1 0.32, or4_1 0.50, or4_1 0.48, or4_1 0.55
nor4_2 0.21, clkdlybuf4s50_1 0.49
path summary, 6_finish.rpt:
path	slack, ns	endpoint	cells after the start	from
min	10.33	out[2]	6	op[0]
max	5.82	zero_flag	26	b_negate
metrics by stage:
| step | util (%) | cell area, um^2 | cells | setup WS, ns | hold WS, ns |
|---|---|---|---|---|---|
| 2_1_floorplan | - | 9130 | 1328 | 6.49 | 9.24 |
| 3_3_place_gp | 34.9 | 10400 | 1741 | 5.95 | 10.31 |
| 3_5_place_dp | 34.9 | 10400 | 1741 | 5.85 | 10.33 |
| 4_1_cts | 34.9 | 10400 | 1741 | 5.85 | 10.33 |
| 5_1_grt | 34.9 | 10400 | 1741 | 5.06 | 10.38 |
| 6_report | 34.9 | 10400 | 1741 | 5.82 | 10.33 |
where the power goes:
part           total (mW)  internal, mW  switching [mW]
logic               0.439         0.171           0.268
clock network           0             0               0
registers               0             0               0
per-layer routing:
metal / vias to the layer above / GRT usage [%]
met4: 0 / 7.76
met1: 5012 / 38.6
met3: 71 / 6.04
met2: 510 / 38.5
met5: - / 0
li1: 4907 / -
Power is estimated from default activity; no workload was simulated.
