`flow/design.v`:
```
module program_counter(
  input                    clk,
  input                    rst_n,
  input [WIDTH - 1:0]      pc_next,
  output reg [WIDTH - 1:0] pc
);
  parameter WIDTH = 12;
  always_ff @ (posedge clk)
    if (rst_n == 1'b0)
      pc <= 0;
    else
      pc <= pc_next;
endmodule
```
`flow/run.sh`:
```
#!/bin/bash
# OpenROAD 26Q1-2900-gdf79404cd8, Yosys 0.63+post, stock flow scripts
make -C /OpenROAD-flow-scripts/flow DESIGN_CONFIG=/design/flow/config.mk WORK_HOME=/design/flow/orfs finish
```
`flow/config.mk`:
```
export PLATFORM = sky130hd
export DESIGN_NAME = program_counter
export DESIGN_NICKNAME = program_counter
export VERILOG_FILES = /design/flow/design.v
export SDC_FILE = /design/flow/constraint.sdc
export NUM_CORES = 4
export LEC_CHECK = 1
export CORE_AREA = 10 10 70 70
export DIE_AREA = 0 0 80 80
```
`flow/constraint.sdc`:
```
current_design program_counter

set clk_period 1.0
set clk_io_pct 0.2

create_clock -name clk0 -period $clk_period [get_ports {clk}]

set non_clock_inputs [all_inputs -no_clocks]
set_input_delay [expr $clk_period * $clk_io_pct] -clock clk0 $non_clock_inputs
set_output_delay [expr $clk_period * $clk_io_pct] -clock clk0 [all_outputs]
```
==> results.ini <==
[synthesis]
ys_types=4
synthCells=25
avgSynthCellArea_um2=13.5
synthesis.area_um2=337
ys_seq_share_pct=71.4
ys_chip_area_um2=337
synth_stat.cells=25
yosys_warnings=1
top_area_cell=dfxtp_1
synth.top_cell.area_share_pct=71.4
ys_top_cells_by_area=dfxtp_1 (71%), and2_2 (18%), and2_1 (7.4%)
synth-seq-cells=12

[run]
warning_count=25
cap_viol_max_count=0

[clock_network]
cts_hold_buf=0
clock-sinks=12
post_cts.repair.setup_buffers=0
clkTransAtPathRegs_ns=0.06
root_buffer=clkbuf_4
cts_tree=yes
cts_buffers=3
clock_path_buffers=2
htreeDepth=1

[setup_path]
cp_slowest_cell=dfxtp_1
path_cells=clkdlybuf4s15_1
cp_top_family=flip-flops
critPathCaptureType=output port
cp.required_ns=0.80
arrival_ns=0.74
slowest_delay_ns=0.31
cp_max_fo=1
path_buffers=1
critPathKind=flop to output port
worst_setup_path_start_kind=flop

[placed_design]
place_ws_ns=-0.172
placed_area_um2=633
port_buffers=25
dp_cells=95
place.gp.congestion=0.663

[die]
coreArea_um2=3420
rows=21
ioPinCount=26
die.size.y_um=80
chipArea_um2=6400
die_w_um=80
fp-utilization_pct=9.85

[route]
via_per_inst=2.71
ant_nets=0
wl_um=869
num_vias=266
first_pass_iters=1
post-route-drc-count=0
wl_per_cell_um=8.87
dr.first_iter.drc_count=0
antenna-diode-count=0

[final_timing]
relSlewSlack_pct=80.3
timing.setup.tns_ns=0
finalCriticalPeriod_ns=0.941
fin_crit_sh_pct=94.1
fmax_mhz=1060
hold_slack_ns=0.520
drv_slew=0
finalHoldViolCount=0
worst_pin_slew_ns=0.294
setup_ws_ns=0.0592
rsz0062_at_grt=no
setup_viol_count_final=0

[grt]
first_global_vias=314
grt_first_pass_wirelength_mm=1.45
antenna_found_initial=0
grt_usage_pct=2.79
grt_max_degree=13
grt_overflow_total=0

[power_and_ir_drop]
p_leak_uw=0.000257
power_density_nw_per_um2=1350
peakVddDrop_mv=0.386

[final_layout]
finalInstanceArea_um2=656
layout.cells.most_common_list=clkdlybuf4s50_1 (13), clkdlybuf4s15_1 (12), dfxtp_1 (12), and2_2 (8), and2_1 (4)
final_common_cell=clkdlybuf4s50_1
regMostFlops=pc
stdcell_count=98
drive_above_1_share_pct=21.2
fillers=391
largest_register_ffs=12
reg_top3=pc: 12 flops
area_growth_pct=94.8

[worst_hold_path]
hold_class=primary input to flop

[run_status]
status=finished clean

metrics by stage:
| step | power [uW] | util, % |
|---|---|---|
| floorplan | 538 | - |
| finish | 886 | 19.2 |
| detailed placement | 642 | 18.5 |
| CTS | 910 | 19.2 |
| global route | 938 | 19.2 |
| global placement | 641 | 18.5 |
synthesized netlist by cell type, drive strengths merged:
cell type / number
buf: 1
and2: 12
dfxtp: 12
final cells by class:
type	count	area, um2	share of cell area [%]
timing repair buffer	25	250	38.2
sequential	12	240	36.6
multi-input combinational	12	85.1	13.0
tap	46	57.6	8.78
clock buffer	3	22.5	3.44
kinds of logic after synthesis:
family / after synthesis / synth area share (%)
flops: 12 / 71.4
buf+inv: 1 / 3.35
simple gates: 12 / 25.3
power breakdown:
part	total [uW]	switching (uW)	internal, uW
Sequential	510	6.10	504
Combinational	105	18.3	87.1
Clock	271	133	139
Total	886	157	730
repair_timing:
item	in CTS	in global routing
setup endpoints to repair	12	1
endpoints found under the hold margin	0	0
resized	23	1
per-layer routing:
layer	vias up	GRT usage, %	wire length, um
met5	-	0	0
met4	0	0.704	10
met3	2	1.25	60
met2	9	5.62	543
met1	127	2.36	255
li1	128	-	-
final timing paths:
kind	start	to	cells after the start
worst min-delay path	pc_next[5]	pc[5]	2
worst max-delay path	pc[10]	pc[10]	1
Power is estimated from default activity; no workload was simulated.
