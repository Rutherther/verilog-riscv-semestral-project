===== flow/design.v =====
module register_file(clk, a1, a2, a3, we3, wd3, rd1, rd2);
  parameter WIDTH = 32;
  parameter ADDRESS_LENGTH = 5;
  parameter SIZE = 1 << ADDRESS_LENGTH;
  input clk;
  input [ADDRESS_LENGTH - 1:0] a1;
  input [ADDRESS_LENGTH - 1:0] a2;
  input [ADDRESS_LENGTH - 1:0] a3;
  input       we3;  
  input [WIDTH - 1:0] wd3;  
  output reg [WIDTH - 1:0] rd1;
  output reg [WIDTH - 1:0] rd2;
  reg [WIDTH - 1:0]    gprs [1:SIZE-1];
  wire          clk;
  always_comb begin
    if (a1 != {ADDRESS_LENGTH{1'b0}})
      rd1 = gprs[a1];
    else
      rd1 = 32'b0;
  end
  always_comb begin
    if (a2 != {ADDRESS_LENGTH{1'b0}})
      rd2 = gprs[a2];
    else
      rd2 = 32'b0;
  end
  always_ff @(posedge clk) begin
    if (we3 && a3 != {ADDRESS_LENGTH{1'b0}})
      gprs[a3] <= wd3;
  end
endmodule

===== flow/config.mk =====
export PLATFORM = sky130hd
export DESIGN_NAME = register_file
export DESIGN_NICKNAME = register_file
export VERILOG_FILES = /design/flow/design.v
export SDC_FILE = /design/flow/constraint.sdc
export NUM_CORES = 4
export LEC_CHECK = 1
export CORE_UTILIZATION = 40

===== flow/constraint.sdc =====
current_design register_file

set clk_period 9.5
set clk_io_pct 0.2

create_clock -name clk0 -period $clk_period [get_ports {clk}]

set non_clock_inputs [all_inputs -no_clocks]
set_input_delay [expr $clk_period * $clk_io_pct] -clock clk0 $non_clock_inputs
set_output_delay [expr $clk_period * $clk_io_pct] -clock clk0 [all_outputs]

===== flow/run.sh =====
#!/bin/bash
# OpenROAD 26Q1-2900-gdf79404cd8, Yosys 0.63+post, stock flow scripts
make -C /OpenROAD-flow-scripts/flow DESIGN_CONFIG=/design/flow/config.mk WORK_HOME=/design/flow/orfs finish

==> run notes <==
- **outcome** finished, final reports clean
- **critical path launch point** a1[4]
- **H-tree depth** 3
- **placeable core region** 115,000 sq um
- **worst-case headroom to the max-slew limit** 27.9%
- **most common logic cell in the routed design** sky130_fd_sc_hd__edfxtp_1
- **count of hold buffers inserted by post-cts repair** 0
- **area of the mapped netlist** 46,500 sq um
- **slew at the pin closest to its max-slew limit** 1070 ps
- **FP Util** 40.5%
- **number of cells in the design after placement** 4,142
- **final instance area** 52,900 sq um
- **sequential share of power** 50.7%
- **cell breakdown of the critical path** clkdlybuf4s50_1 -> buf_4 -> nor2b_1 -> a22oi_1 -> and3_1 -> a31oi_1 -> clkdlybuf4s50_1
- **Synth Area per Inst** 17.9 sq um
- **critical path data arrival time** 5450 ps
- **antenna-violating nets left** 0
- **wire length of the first global-routing pass** 206 mm
- **filler instances** 9,346
- **count of clock tree sinks** 992
- **CP Class** input port to output pin
- **Ports** 113
- **setup slack after placement** 2130 ps
- **Comb pwr share** 9.5%
- **startpoint of the most critical hold path** wd3[25]
- **post-DR wirelength/cell** 33.5 um
- **clock share of power** 39.7%
- **final HPWL from detailed placement** 85.6 mm
- **distinct lib cells** 38
- **met3 demand-to-capacity share in global routing** 24.0%
- **ratio of total power to cell area** 182 nW/um^2
- **chip area in the Yosys report** 46,500 sq um
- **upper clock frequency limit** 136 MHz
- **Hold WS** 2030 ps
- **Log Warnings** 25
- **Most Used Layer, Global Route** met2
- **Largest register FFs** 992
- **most used flip-flop cell** sky130_fd_sc_hd__edfxtp_1
- **clock buffer count from CTS** 102
- **cell mode on critical path** sky130_fd_sc_hd__clkdlybuf4s50_1
- **net switching power of the design** 2.24 mW
- **largest registers** gprs x992
- **number of optimization iterations in the first detailed-route pass** 5
- **layout-stage area growth over the synthesis result** 13.7%
- **Die Y-Extent** 343 um
- **register bit count reported by yosys** 992
- **DRC** 0
- **fraction of the cycle the final worst path needs** 77.4%
- **share of layout cells above drive strength 1** 24.3%
- **vias after detailed routing** 27.0k
- **buffers inserted by post-CTS timing repair** 0
- **via count of the first global-routing pass** 29.8k
- **pin count of the biggest net entering global routing** 85
- **endpoint class of the critical path** output pin
- **clock-pin slew of the registers on the worst-case setup and hold paths** 60 ps
- **number of cells in the yosys synthesis report** 2,601
- **overflow left after global routing** 0
- **Final Setup Violations** 0
- **FF+latch area** 29,800 sq um
- **post-route total power** 9.64 mW
- **Most flops, register** gprs
- **Final Hold Violation Tally** 0
- **Longest Clk Path Bufs** 3
- **Synthesis Warnings** 1
- **critical path fanouts, max** 23
- **CP max stage cell** sky130_fd_sc_hd__nor2b_1
- **gate count of the mapped netlist** 2,601
- **share of the core filled with cells** 46.0%
- **total cell area at the placement stage** 49,700 sq um
- **vias per inst** 6.23
- **Worst path max stage delay** 800 ps
- **Detailed Route Iter0 Violations** 1,912
- **Final Slew Violations** 0
- **met1 Use GR** 30.3%
- **DIE AREA** 118,000 sq um
- **crit start category** input port
- **HP Class** input port to flop
- **number of cells in the finished layout apart from fillers** 4,327
- **die width** 343 um
- **Cell Int Power** 7.41 mW
- **Pleak** 17.3 nW
- **setup slack after layout** 2150 ps
- **RSZ-0062 raised after global routing** false
- **critical path data required time** 7600 ps
- **global router's overall resource usage** 27.2%
- **Clk Tree Root Cell** sky130_fd_sc_hd__clkbuf_16
- **initial antenna violation count** 9
- **Period minus WS final** 7350 ps
- **number of max-cap violations** 0
- **post-route setup TNS** 0 ps
- **port bufs** 112
- **Post-synth EDFFs** 992
- **leading cell types in the layout, fill and taps excluded** 992 x sky130_fd_sc_hd__edfxtp_1, 339 x sky130_fd_sc_hd__mux4_2, 316 x sky130_fd_sc_hd__mux2i_1
- **share of async-settable or async-resettable flops after synthesis** 0%
- **worst vdd ir** 159 uV
- **wire length after detailed routing** 145 mm
- **Sw Share** 23.2%
- **share of the yosys chip area belonging to registers** 64.1%
- **CTS tree** done
- **total of cells resized after clock tree synthesis** 0
- **combinational gate area** 15,900 sq um
- **Core Rows** 124
- **global-route met2 utilization** 38.4%
- **placer's final routability congestion estimate** 0.899
synthesized netlist by cell type, types with 34 or more instances:
cell / count / area share (%)
sky130_fd_sc_hd__buf_2: 58 / 0.62
sky130_fd_sc_hd__mux2_2: 34 / 0.82
sky130_fd_sc_hd__nor2b_1: 36 / 0.48
sky130_fd_sc_hd__nand3_1: 52 / 0.56
sky130_fd_sc_hd__nand2_1: 89 / 0.72
sky130_fd_sc_hd__nor2_1: 115 / 0.93
sky130_fd_sc_hd__a22o_1: 45 / 0.85
sky130_fd_sc_hd__mux4_2: 339 / 16
sky130_fd_sc_hd__and2_1: 34 / 0.46
sky130_fd_sc_hd__edfxtp_1: 992 / 64
sky130_fd_sc_hd__clkbuf_1: 85 / 0.69
sky130_fd_sc_hd__a22oi_1: 92 / 1.5
sky130_fd_sc_hd__mux2i_1: 316 / 6.8
sky130_fd_sc_hd__a21oi_1: 68 / 0.73
layer usage:
metal	vias to the layer above	wire (um)
met2	2045	65100
met5	-	596
met1	13400	44600
met4	24	5470
met3	326	28900
li1	11100	-
path summary, 6_finish.rpt:
kind / end / slack, ps / depth (start not counted)
setup / recovery: rd1[4] / 2150 / 7
hold / removal: gprs[21][25] / 2030 / 2
layout make-up:
class,count,area share [%]
Antenna cell,1,0.00473
Clock buffer,120,4.96
Clock inverter,64,1.03
Inverter,1,0.00710
Multi-Input combinational cell,1404,30.1
Sequential cell,992,56.3
Tap cell,1512,3.58
Timing Repair Buffer,233,4.02
kinds of logic after synthesis:
family / Yosys count / synth area share (%)
flip-flops: 992 / 64.1
multiplexers: 698 / 24.6
AND/OR/NAND/NOR: 374 / 3.85
AND-OR/OR-AND: 332 / 5.17
buffers and inverters: 205 / 2.36
critical path, delay by kind of cell:
family                 cells  cell delay (ps)
AND-OR/OR-AND              2              930
buffers and inverters      3             1490
AND/OR/NAND/NOR            2             1110
power groups by stage:
stage     clock, mW  sequential [mW]  combinational (mW)
4_1_cts        3.88             4.89               0.916
5_1_grt        4.05             4.89               0.975
6_report       3.83             4.89               0.920
Power and IR drop assume default switching activity.
